$ cat ./run.sh
#!/bin/bash
# OpenROAD 26Q1-2900-gdf79404cd8, Yosys 0.63+post, stock flow scripts
make -C /OpenROAD-flow-scripts/flow DESIGN_CONFIG=/design/flow/config.mk WORK_HOME=/design/flow/orfs finish
$ cat ./config.mk
export PLATFORM = sky130hd
export DESIGN_NAME = enm
export DESIGN_NICKNAME = enm
export VERILOG_FILES = /design/flow/design.v
export SDC_FILE = /design/flow/constraint.sdc
export NUM_CORES = 4
export LEC_CHECK = 1
export CORE_UTILIZATION = 40
$ cat ./constraint.sdc
current_design enm

set clk_period 3.9
set clk_io_pct 0.2

create_clock -name clk0 -period $clk_period [get_ports {clk_10ms}]

set non_clock_inputs [all_inputs -no_clocks]
set_input_delay [expr $clk_period * $clk_io_pct] -clock clk0 $non_clock_inputs
set_output_delay [expr $clk_period * $clk_io_pct] -clock clk0 [all_outputs]
$ cat ./design.v
`timescale 1ns / 1ps
module enm(
		input clk_10ms,
		input switch,
		input [6:0]enmhp1,
		input [6:0]enmhp2,
		input [6:0]enmhp3,
		input [6:0]enmhp4,
		input [9:0]planex,
		input [9:0]planey,
		output reg [9:0]enmx1,
		output reg [9:0]enmy1,
		output reg [9:0]enmx2,
		output reg [9:0]enmy2,
		output reg [9:0]enmx3,
		output reg [9:0]enmy3,
		output reg [9:0]enmx4,
		output reg [9:0]enmy4,
		output enmrst);
always@(posedge clk_10ms)begin
	if(switch)begin
		enmx1<=248;
		enmy1<=40;
	end
	else begin
		if(enmhp1>80)begin
			if(enmy1<200)enmy1<=enmy1+1;
			else enmy1<=200;
		end
		else if(enmhp1>40)begin
			if(enmx1<504)enmx1<=enmx1+1;
			else enmx1<=184;
		end
		else if(enmhp1==0)
			enmx1<=0;
		else begin
			if(enmx1<344)begin
				enmx1<=enmx1+1;
				enmy1<=enmx1+87;
			end
			else if(enmx1<504)begin
				enmx1<=enmx1+1;
				enmy1<=775-enmx1;
			end
			else begin
				enmx1<=184;
				enmy1<=271;
			end
		end
	end
end
always@(posedge clk_10ms)begin
	if(switch)begin
		enmx2<=312;
		enmy2<=40;
	end
	else begin
		if(enmhp2>80)begin
			if(enmy2<150)enmy2<=enmy2+1;
			else enmy2<=150;
		end
		else if(enmhp2>40)begin
			if(enmx2<504)enmx2<=enmx2+1;
			else enmx2<=184;
		end
		else if(enmhp2==0)
			enmx2<=0;
		else begin
			if(enmx2>344)begin
				enmx2<=enmx2-1;
				enmy2<=enmx2-233;
			end
			else if(enmx2>184)begin
				enmx2<=enmx2-1;
				enmy2<=455-enmx2;
			end
			else begin
				enmx2<=504;
				enmy2<=271;
			end
		end
	end
end
always@(posedge clk_10ms)begin
	if(switch)begin
		enmx3<=376;
		enmy3<=40;
	end
	else begin
		if(enmhp3>80)begin
			if(enmy3<150)enmy3<=enmy3+1;
			else enmy3<=150;
		end
		else if(enmhp3>40)begin
			if(enmx3<504)enmx3<=enmx3+1;
			else enmx3<=184;
		end
		else if(enmhp3==0)
			enmx3<=0;
		else begin
			if(enmx3>344)begin
				enmx3<=enmx3-1;
				enmy3<=enmx3-233;
			end
			else if(enmx3>184)begin
				enmx3<=enmx3-1;
				enmy3<=455-enmx3;
			end
			else begin
				enmx3<=504;
				enmy3<=271;
			end
		end
	end
end
always@(posedge clk_10ms)begin
	if(switch)begin
		enmx4<=440;
		enmy4<=40;
	end
	else begin
		if(enmhp4>80)begin
			if(enmy4<200)enmy4<=enmy4+1;
			else enmy4<=200;
		end
		else if(enmhp4>40)begin
			if(enmx4<504)enmx4<=enmx4+1;
			else enmx4<=184;
		end
		else if(enmhp4==0)
			enmx4<=0;
		else begin
			if(enmx4<344)begin
				enmx4<=enmx4+1;
				enmy4<=enmx4+87;
			end
			else if(enmx4<504)begin
				enmx4<=enmx4+1;
				enmy4<=775-enmx4;
			end
			else begin
				enmx4<=184;
				enmy4<=271;
			end
		end
	end
end
endmodule
==> flow_metrics.py <==
# Metrics from the implementation run
metrics = {
    "outcome": {
        "status": "complete, no violations",
    },
    "clock_network": {
        "cts_hold_buffers": 0,
        "htree_levels": 3,
        "clk_pin_slew_ns": 0.07,
        "clk_latency_ns": 0.34,
        "clock_path_buffers": 2,
        "numCtsBuffers": 9,
        "cts_resized": 0,
        "cts_setup_buffers": 0,
        "clock-root-buffer": "clkbuf_16",
        "tritoncts": "built",
        "cts.sinks": 80,
    },
    "die": {
        "num_rows": 45,
        "dieArea_mm2": 0.0164,
        "core-area_mm2": 0.0154,
        "ioPinCount": 131,
        "fp.dieW_um": 128,
        "fp_util_pct": 41.5,
        "die_h_um": 128,
    },
    "timing": {
        "min_period_over_period_pct": 73.3,
        "max_freq_mhz": 350,
        "worst_slew_pin_slew_ns": 0.928,
        "skew_ns": 0.00968,
        "fin_tns_setup_ns": 0,
        "worst_slack_ns": 1.04,
        "timing.final.hold_violations": 0,
        "setup_viol": 0,
        "period_minus_slack_ns": 2.86,
        "rsz0062_at_grt": "false",
        "slew_viol_final": 0,
        "max_slew_margin_pct": 37.3,
    },
    "routing": {
        "num_vias": 6860,
        "ant_nets": 0,
        "wire_per_inst_um": 16.0,
        "drtIter0Drc": 526,
        "wl_um": 18400,
        "vias_per_cell": 5.99,
        "antenna_cells": 0,
        "drc": 0,
        "drtPass1Iterations": 5,
    },
    "worst_setup_path": {
        "setup.worst_path.start_class": "flip-flop",
        "cp-end-kind": "flip-flop",
        "path_delay_family": "AND-OR/OR-AND gates",
        "path_class": "flip-flop to flip-flop",
        "worst-path-max-fanout": 18,
        "critPathBufInv": 0,
        "crit_chain": "ha_1, nor4b_1, o21ai_1, and2b_1, a211o_1, a21oi_1, a2111o_1",
        "required_ns": 4.19,
        "crit_slowest_cell": "dfxtp_1",
        "max_stage_delay_ns": 0.72,
        "critPathArrivalTime_ns": 3.15,
    },
    "placed_design": {
        "placed_area_mm2": 0.00750,
        "portBuffers": 109,
        "dpl.hpwl_um": 13100,
        "dp_slack_ns": 0.739,
        "place_congestion": 0.901,
    },
    "pwr": {
        "leakage_nw": 2.88,
        "p_per_area_mw_per_mm2": 332,
        "peakVddDrop_uv": 208,
    },
    "finish": {
        "lay_top_count": "clkdlybuf4s50_1",
        "nFillCells": 1459,
        "design_area_mm2": 0.00781,
        "fin_util_pct": 50.8,
        "area_growth_pct": 22.5,
        "drive_gt1_share_pct": 5.45,
        "mostFrequentLayoutCells": "108 x clkdlybuf4s50_1, 92 x a21oi_1, 80 x dfxtp_1, 74 x nor2_1, 56 x nand2_1",
    },
    "global_routing": {
        "grt_pass1_vias": 5880,
        "antenna_found_initial": 0,
        "grt_util_all_layers_pct": 22.5,
        "overflow": 0,
        "grt_pass1_wl_um": 29800,
        "grt_max_degree": 49,
    },
    "run": {
        "drv_cap": 0,
        "warnings": 57,
    },
    "yosys": {
        "ys_chip_area_mm2": 0.00638,
        "ys_cells": 865,
        "synth-edff-count": 0,
        "synth_cells": 865,
        "yosysWarnings": 2,
        "synth_cell_types": 79,
        "ff_type": "dfxtp_1",
        "synthArstFlopShare_pct": 0,
        "postSynthAreaPerCell_um2": 7.37,
        "syn_area_mm2": 0.00638,
        "postSynthSeqShare_pct": 25.1,
        "ys_ff": 80,
    },
    "min_path": {
        "hold_class": "flip-flop to flip-flop",
    },
}
-- per-stage QoR --
step                instances  hold WS (ns)  total power [mW]
floorplan                 865         0.432              1.43
global placement         1131         0.477              1.70
detailed placement       1131         0.473              1.71
CTS                      1146         0.482              2.61
global route             1146         0.536              2.74
finish                   1146         0.480              2.59
-- path summary, 6_finish.rpt --
path | depth (start not counted) | from | slack, ns | end
setup reg to reg | 7 | enmx2[3]$_SDFFE_PP1N_ | 1.04 | enmy2[3]$_SDFFE_PP1P_
setup / recovery | 7 | enmx2[3]$_SDFFE_PP1N_ | 1.04 | enmy2[3]$_SDFFE_PP1P_
hold / removal | 2 | enmy1[8]$_SDFFE_PP0P_ | 0.48 | enmy1[8]$_SDFFE_PP0P_
hold reg to reg | 2 | enmy1[8]$_SDFFE_PP0P_ | 0.48 | enmy1[8]$_SDFFE_PP0P_
-- registers in the layout (all words and copies together), names as in the netlist --
register / flops
enmx1: 10
enmx2: 10
enmx3: 10
enmx4: 10
enmy1: 10
enmy2: 10
enmy3: 10
enmy4: 10
-- per-layer routing --
metal	GRT usage (%)	part of all wire, %
met3	3.19	5.9
met5	0	0
met1	34.2	47
met4	4.29	1.9
met2	34.4	45
-- layout make-up --
type | instances | area, um2 | share of cell area (%)
clock buffer | 13 | 270 | 3.46
tap | 211 | 264 | 3.38
inverter | 39 | 146 | 1.87
timing repair buffer | 116 | 1150 | 14.7
sequential | 80 | 1600 | 20.5
clock inverter | 2 | 37.5 | 0.481
multi-input combinational | 685 | 4340 | 55.6
-- cell families after synthesis --
logic type | after synthesis | share of synthesized area [%]
mux | 11 | 1.81
flops | 80 | 25.1
other cells | 1 | 0.0588
compound gates | 306 | 31.8
simple gates | 313 | 25.4
fa+ha+maj | 27 | 5.22
buf+inv | 100 | 6.85
xor+xnor | 27 | 3.71
-- power by group --
part | switching [mW] | internal, mW | total (mW) | leakage, nW
logic | 0.337 | 0.351 | 0.688 | 2.08
registers | 0.129 | 0.881 | 1.01 | 0.657
clock network | 0.347 | 0.546 | 0.893 | 0.148
total | 0.813 | 1.78 | 2.59 | 2.88
-- Yosys cell counts, types with 6 or more instances --
| cell | number | share of area (%) |
|---|---|---|
| and2_1 | 7 | 0.69 |
| nor2b_1 | 6 | 0.59 |
| and3_1 | 16 | 1.6 |
| inv_1 | 39 | 2.3 |
| nand2_1 | 56 | 3.3 |
| o211ai_1 | 10 | 1.2 |
| o22ai_1 | 20 | 2.0 |
| ha_1 | 24 | 4.7 |
| clkbuf_1 | 31 | 1.8 |
| nor4_1 | 10 | 0.98 |
| nand2b_1 | 20 | 2.0 |
| o21a_1 | 10 | 1.2 |
| buf_2 | 19 | 1.5 |
| a21o_1 | 7 | 0.82 |
| dfxtp_1 | 80 | 25 |
| a31oi_1 | 13 | 1.3 |
| nand4_1 | 16 | 1.6 |
| o21ai_0 | 37 | 2.9 |
| mux2i_1 | 7 | 1.1 |
| a21oi_1 | 92 | 7.2 |
| o31a_1 | 7 | 0.96 |
| nor2_1 | 74 | 4.4 |
| nor3b_1 | 8 | 0.94 |
| nor3_1 | 38 | 3.0 |
| o21ai_1 | 16 | 1.3 |
| a221oi_1 | 9 | 1.2 |
| a211oi_1 | 20 | 2.4 |
| or3_1 | 11 | 1.1 |
| nand3_1 | 29 | 2.3 |
| xnor2_1 | 22 | 3.0 |
-- worst register-to-register path: cells and delay by family, from the launching register on --
family          cells  cell delay [ns]
compound gates      4             0.99
simple gates        2             0.80
flops               1             0.72
fa+ha+maj           1             0.30
Power is estimated from default activity; no workload was simulated.
